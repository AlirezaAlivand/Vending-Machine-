==> flow/design.v <==
module RTL_FSM(input clock,  input reset , input x , output reg [1:2] Z);
localparam 
state0 = 3'b000 , 
state1 = 3'b001 , 
state2 = 3'b010 , 
state3 = 3'b011 , 
state4 = 3'b100 , 
state5 = 3'b101 , 
state6 = 3'b110 , 
state7 = 3'b111 ;
reg [2:0] machine ;
always @(posedge clock)
begin 
if(reset==1)begin
machine <= state0 ;
end
else begin
   case (machine)
    state0 : begin
                 if(x==0)begin
					  machine <= state0 ;
					  end
					  else begin
					  machine <= state1 ;
					   end
               end
     state1 : begin
                   if(x==0)begin
					  machine <= state1 ;
					  end
					  else begin
					  machine <= state2 ;
					   end
               end
      state2 : begin
                  if(x==0)begin
					  machine <= state2 ;
					  end
					  else begin
					  machine <= state3 ;
					   end
               end
      state3 : begin
                   if(x==0)begin
					  machine <= state3 ;
					  end
					  else begin
					  machine <= state4 ;
					   end
               end
      state4 : begin
                   if(x==0)begin
					  machine <= state0 ;
					  end
					  else begin
					  machine <= state5 ;
					   end
               end
      state5 : begin
                   if(x==0)begin
					  machine <= state5 ;
					  end
					  else begin
					  machine <= state6 ;
					   end
               end
     state6 : begin
                   if(x==0)begin
					  machine <= state6 ;
					  end
					  else begin
					  machine <= state7 ;
					   end
               end
      state7 : begin
                   if(x==0)begin
					  machine <= state7 ;
					  end
					  else begin
					  machine <= state0 ;
					   end
               end
      default: begin
                    machine <= state0 ;
               end
   endcase
	end 
end
always @(machine)
begin
case (machine)
    state0 : begin
	 Z <= 2'b00 ;
	 end 
	 state1 : begin
	 Z <= 2'b00 ;
	 end 
	 state2 : begin
	 Z <= 2'b00 ;
	 end 
	 state3 : begin
	 Z <= 2'b10 ;
	 end 
	 state4 : begin
	 Z <= 2'b01 ;
	 end 
	 state5 : begin
	 Z <= 2'b11 ;
	 end 
	 state6 : begin
	 Z <= 2'b11 ;
	 end 
	 state7 : begin
	 Z <= 2'b11 ;
	 end 
	  default: begin
	  Z <= 2'b00 ;
               end
endcase
end
endmodule
==> flow/run.sh <==
#!/bin/bash
# OpenROAD 26Q1-2900-gdf79404cd8, Yosys 0.63+post, stock flow scripts
make -C /OpenROAD-flow-scripts/flow DESIGN_CONFIG=/design/flow/config.mk WORK_HOME=/design/flow/orfs finish
==> flow/config.mk <==
export PLATFORM = sky130hd
export DESIGN_NAME = RTL_FSM
export DESIGN_NICKNAME = RTL_FSM
export VERILOG_FILES = /design/flow/design.v
export SDC_FILE = /design/flow/constraint.sdc
export NUM_CORES = 4
export LEC_CHECK = 1
export CORE_AREA = 10 10 70 70
export DIE_AREA = 0 0 80 80
==> flow/constraint.sdc <==
current_design RTL_FSM

set clk_period 1.7
set clk_io_pct 0.2

create_clock -name clk0 -period $clk_period [get_ports {clock}]

set non_clock_inputs [all_inputs -no_clocks]
set_input_delay [expr $clk_period * $clk_io_pct] -clock clk0 $non_clock_inputs
set_output_delay [expr $clk_period * $clk_io_pct] -clock clk0 [all_outputs]
==> impl_metrics.json <==
{
  "syn_area_um2": 231,
  "criticalPathCategory": "input port to flop",
  "r2r-end": "Z[1]",
  "final_max_slew_viol_count": 0,
  "setup_slack_ps": 265,
  "intPower_mw": 0.226,
  "critical_path.max_stage_delay_ps": 620,
  "power_mw": 0.291,
  "fp.dieArea_um2": 6400,
  "cp_top_family": "buffers and inverters",
  "fin_crit_sh_pct": 84.4,
  "cts_resized": 0,
  "ios": 5,
  "clock_latency_ps": 240,
  "wire_per_inst_um": 6.11,
  "final.min_clock_period_ps": 1440,
  "power_frac_comb_pct": 7.9,
  "p_leak_nw": 0.0991,
  "drtPass1Iterations": 2,
  "crit_path_start_kind": "input port",
  "syn_inst": 23,
  "synth_flops": 5,
  "placed_area_um2": 307,
  "path_cells": "clkdlybuf4s50_1 -> o21ai_0 -> a2111oi_1",
  "r2r_setup_slack_ps": 520,
  "place_ws_ps": 32.1,
  "core_um2": 3420,
  "row_count": 21,
  "powerDensity_nw_per_um2": 873,
  "cts_buffers": 3,
  "postCtsHoldBufs": 0,
  "num_vias": 187,
  "drc_errors": 0,
  "p_sw_share_pct": 22.4,
  "clock-sinks": 5,
  "die_x_um": 80,
  "worst_pin_slew_ps": 371,
  "ys_chip_area_um2": 231,
  "fmax_mhz": 697,
  "end_kind": "flop",
  "tool_warnings": 25,
  "ant_nets": 0,
  "switchingPower_mw": 0.0651,
  "drive_above_1_share_pct": 20.7,
  "antenna_found_initial": 0,
  "area_leaders": "dfxtp_1, buf_6, a2111oi_0",
  "grt_pass1_wl_um": 786,
  "globalRoute.totalOverflow": 0,
  "r2r_start": "machine[0]",
  "drt-initial-drc-count": 2,
  "grt_use_total_pct": 1.58,
  "clock_tree.root_cell": "clkbuf_4",
  "via_per_inst": 2.49,
  "syn2layout_area_growth_pct": 43.8,
  "dpl.hpwl_um": 339,
  "grt_max_degree": 10,
  "setup_tns_ps": 0,
  "top_area_share_pct": 43.2,
  "synth_warnings": 1,
  "avgSynthCellArea_um2": 10.1,
  "clock_path_buffers": 2,
  "grt_pass1_vias": 181,
  "cts_tree": "built",
  "cp_max_fo": 8,
  "htree_levels": 1,
  "status": "complete, no violations",
  "die_y_um": 80,
  "rsz0062_at_grt": "false",
  "gp_congestion": 0.674,
  "critPathBufInv": 1,
  "portBuffers": 4,
  "min_from": "machine[2]",
  "largest_area_cell": "dfxtp_1",
  "diodes": 0,
  "clk_pin_slew_worst_paths_ps": 40,
  "postSynthSeqShare_pct": 43.2,
  "arrival_ps": 1540,
  "hold_violations": 0,
  "max-slew-margin-rel_pct": 74.6,
  "hold_end": "Z[1]",
  "clkPwrFrac_pct": 46.6,
  "seq_power_share_pct": 45.5,
  "ys_types": 15,
  "reg2regPathDepth": 2,
  "min_path_cells": 2,
  "skew_ps": 1.73,
  "setup_violations": 0,
  "floorplan.core_util_pct": 6.78,
  "postCtsSetupBuffers": 0,
  "required_ps": 1810,
  "drv_cap": 0,
  "peakVddDrop_uv": 589,
  "final_cell_area_um2": 333,
  "min_path_type": "flop to flop",
  "cp_slowest_cell": "clkdlybuf4s50_1",
  "yosys_cells": 23,
  "routed_wl_um": 458
}
## sequential cells by signal, summed over array words and instances (netlist names)
register and count:
machine 3, Z 2
## cell families (layout without fill, tap and decap cells)
family / count (synthesis) / after routing / synth area share (%)
compound gates: 8 / 8 / 24.9
simple gates: 5 / 5 / 15.1
buf+inv: 4 / 10 / 13.0
flops: 5 / 5 / 43.2
xor+xnor: 1 / 1 / 3.78
## worst min-delay path, cell delays in order, from the launching register on
cell and delay (ps):
dfxtp_1 330, inv_1 60, a2111oi_1 70
## cells in the mapped netlist
cell       count
a2111oi_0      2
a2111oi_1      1
a21bo_2        1
a21oi_1        2
and3_2         1
and4_4         1
buf_6          2
dfxtp_1        5
inv_1          2
nand3b_1       1
nor2_1         1
nor3_1         1
o21ai_0        1
o21ai_1        1
xnor2_1        1
## metrics by stage
step / utilization [%] / hold WS [ps] / instances
2_1_floorplan: - / 409 / 23
3_3_place_gp: 8.97 / 477 / 71
3_5_place_dp: 8.97 / 508 / 71
4_1_cts: 9.74 / 517 / 75
5_1_grt: 9.74 / 558 / 75
6_report: 9.74 / 522 / 75
## metal layers
metal / vias up / share of wire (%) / track usage, %
met2: 9 / 28 / 1.36
li1: 97 / - / -
met5: - / 0 / 0
met3: 0 / 14 / 1.48
met1: 81 / 59 / 2.47
met4: 0 / 0 / 0.176
## cell usage in the layout, fill, tap and decap left out
cell and instances:
nor3_1 1, a2111oi_1 1, a21oi_1 2, and3_2 1, clkdlybuf4s50_1 4, and4_4 1, nor2_1 1, clkbuf_1 1
a2111oi_0 2, dfxtp_1 5, o21ai_1 1, nand3b_1 1, xnor2_1 1, a21bo_2 1, clkbuf_4 3, inv_1 2
o21ai_0 1
## final cells by class
| class | count | area [um^2] |
|---|---|---|
| Clock buffer | 4 | 26.3 |
| Fill cell | 402 | 3080 |
| Inverter | 2 | 7.51 |
| Multi-Input combinational cell | 14 | 101 |
| Sequential cell | 5 | 100 |
| Tap cell | 46 | 57.6 |
| Timing Repair Buffer | 4 | 40.0 |
## worst max path at each step
stage,start,endpoint,slack (ps),depth (start not counted)
final,x,Z[1],260,3
after global routing,x,Z[1],110,3
after CTS,x,Z[1],280,3
## power groups by stage
stage,clock network (mW),logic (mW),registers [mW]
4_1_cts,0.141,0.0230,0.132
5_1_grt,0.153,0.0264,0.133
6_report,0.135,0.0230,0.132
Power is estimated from default activity; no workload was simulated.
