<file path="design/flow/config.mk">
export PLATFORM = sky130hd
export DESIGN_NAME = Gate_Level_FSM
export DESIGN_NICKNAME = Gate_Level_FSM
export VERILOG_FILES = /design/flow/design.v
export SDC_FILE = /design/flow/constraint.sdc
export NUM_CORES = 4
export LEC_CHECK = 1
export CORE_AREA = 10 10 70 70
export DIE_AREA = 0 0 80 80
</file>
<file path="design/flow/constraint.sdc">
current_design Gate_Level_FSM

set clk_period 1.7
set clk_io_pct 0.2

create_clock -name clk0 -period $clk_period [get_ports {clock}]

set non_clock_inputs [all_inputs -no_clocks]
set_input_delay [expr $clk_period * $clk_io_pct] -clock clk0 $non_clock_inputs
set_output_delay [expr $clk_period * $clk_io_pct] -clock clk0 [all_outputs]
</file>
<file path="design/flow/design.v">
module Gate_Level_FSM(
    input clock,
	 input reset ,
    input x,
    output [1:2] Z
    );
	 wire TA , TB , TC ;
	 wire QA , QB , QC ;
	 TFF U1( clock , reset ,  TA ,  QA );  
	 TFF U2(  clock, reset , TB ,  QB );  
	 TFF U3(  clock, reset ,  TC , QC  );  
     and (w1 , QA , QB) ;
      and (w2 , QA , QC) ;
       and (w3 , QB , QC) ;
		  or (Z[1] , w1 , w2 , w3) ;
		  assign Z[2] = QA ;
		  and (p1 ,QB , QC , x) ;
		    and (p2 , QA , ~QB , ~QC , ~x) ;
			 or (TA , p1 , p2) ;
			 and (TB , QC , x) ;
			 assign TC = x ;
endmodule
module TFF (clock, reset , T ,  Q);  
  input clock;
  input reset ;
  input T ;
  output reg Q ;
  always @(posedge clock) begin  
    if (reset==1 )  
      Q <= 0;  
    else  
        if (T==1)  
           Q <= ~Q;  
        else  
            Q <= Q;  
  end  
endmodule  
</file>
<file path="design/flow/run.sh">
#!/bin/bash
# OpenROAD 26Q1-2900-gdf79404cd8, Yosys 0.63+post, stock flow scripts
make -C /OpenROAD-flow-scripts/flow DESIGN_CONFIG=/design/flow/config.mk WORK_HOME=/design/flow/orfs finish
</file>
==> run_results.csv <==
group,metric,value,unit
yosys,top_area_share,40.0,%
critical_path,critPathArrivalTime,1.20,ns
clock_network,clk_pin_slew,0.04,ns
global_routing,grt_usage,1.39,%
critical_path,crit_path_max_fanout,6,
power_and_ir_drop,clkPwrFrac,55.0,%
global_routing,grt.overflow.total,0,
placed_design,place_inst,64,
floorplan,ioPinCount,5,
yosys,yosysWarnings,6,
yosys,syn_avg_cell_area,10.0,um^2
drt,dr.pass1.iters,1,
finish,area_growth,77.5,%
drt,drcViolationCount,0,
drt,wirelength,377,um
timing,slew_viol_final,0,
clock_network,worst_skew_pair.late_latency,0.23,ns
power_and_ir_drop,power.switching,51.8,uW
power_and_ir_drop,power.internal,176,uW
timing,maxSlewHeadroom,84.2,%
drt,diodes,0,
timing,max_freq,0.650,GHz
timing,setup_viol,0,
drt,ant_nets,0,
floorplan,die_h,80,um
placed_design,place_congestion,0.633,
clock_network,ctsHoldBuffers,0,
hold_path,hp-class,"reg -> reg",
power_and_ir_drop,worst_ir_drop_vdd,0.298,mV
job,warnings,25,
floorplan,die-area,6400,um^2
timing,finClkSkew,0.00288,ns
drt,initialDrtViolationCount,0,
job,maxCapViolCount,0,
global_routing,antenna_found_initial,0,
global_routing,grt_pass1_wl,669,um
timing,fin_crit_sh,90.5,%
clock_network,cts_made_buffers,3,
clock_network,cts_tree,"done",
critical_path,crit_type,"reg -> out",
outcome,outcome,"finished, final reports clean",
placed_design,numPortBuffers,4,
power_and_ir_drop,combPwrFrac,9.0,%
floorplan,core_util_floorplan,4.40,%
timing,period_needed,1.54,ns
floorplan,fp.dieW,80,um
critical_path,start_kind,"flop",
power_and_ir_drop,powerDensity,856,nW/um^2
global_routing,grt_pass1_vias,140,
yosys,topCellsByArea,"dfxtp_1 (40%), a2111oi_2 (10%), a21bo_2 (6.7%)",
yosys,netlist_area,150,um^2
yosys,synth_stat.cells,15,
clock_network,clock_tree.buffer_depth,2,
timing,grt_setup_unrepaired,"no",
floorplan,num_rows,21,
finish,fin_cells,68,
power_and_ir_drop,p_seq_share,36.1,%
finish,comb_area,78.8,um^2
drt,wl_per_cell,5.54,um
drt,vias_per_cell,1.96,
timing,fin_ws,0.161,ns
timing,worst_pin_slew,0.237,ns
yosys,syn-instance-count,15,
floorplan,core_region_area,3420,um^2
clock_network,h-tree-depth,1,
placed_design,preCtsSetupSlack,0.193,ns
timing,final-hold-violation-count,0,
placed_design,hpwl,287,um
clock_network,cts_setup_buffers,0,
yosys,yosysUniqueCellTypes,12,
yosys,yosys_area,150,um^2
finish,seqCellArea,61.3,um^2
timing,setup_tns,0,ns
finish,fillers,414,
power_and_ir_drop,swShare,22.7,%
finish,drive_gt1_share,27.3,%
global_routing,grt_start_max_net_pins,7,
drt,route.vias.total,133,
power_and_ir_drop,p_leak,0.0799,nW
critical_path,required,1.36,ns
yosys,ys.flops,3,
clock_network,ctsRootBufferMaster,"clkbuf_4",
critical_path,r2r_slack,0.74,ns
yosys,ys_seq_share,40.0,%
critical_path,endpoint_kind,"output pin",
yosys,synth_area_leader_cell,"dfxtp_1",
clock_network,cts_sinks,3,
clock_network,ctsResizeCount,2,
-- synth_stat cells --
| cell | number |
|---|---|
| o21ai_1 | 1 |
| maj3_1 | 1 |
| dfxtp_1 | 3 |
| xnor2_1 | 1 |
| nor2_1 | 1 |
| a21bo_2 | 1 |
| a21oi_1 | 2 |
| inv_1 | 1 |
| and4_1 | 1 |
| a2111oi_2 | 1 |
| buf_4 | 1 |
| nand3b_1 | 1 |
-- path summary, 6_finish.rpt --
kind                                         from           endpoint  cells past startpoint
worst max-delay path            U2.Q$_SDFFE_PP0P_               Z[1]                      2
worst min-delay path            U3.Q$_SDFFE_PP0P_  U1.Q$_SDFFE_PP0P_                      2
worst max register to register  U2.Q$_SDFFE_PP0P_  U1.Q$_SDFFE_PP0P_                      2
worst min register to register  U3.Q$_SDFFE_PP0P_  U1.Q$_SDFFE_PP0P_                      2
-- kinds of logic (layout without fill, tap and decap cells) --
logic type | after synthesis | in the layout | share of synthesized area [%]
fa+ha+maj | 1 | 1 | 6.67
xor+xnor | 1 | 1 | 5.83
buf+inv | 2 | 9 | 7.50
compound gates | 5 | 5 | 26.7
simple gates | 3 | 3 | 13.3
flops | 3 | 3 | 40.0
-- layout by cell type (no fill, tap or decap) --
cell,count
a2111oi_2,1
a21bo_2,1
a21oi_1,2
and4_1,1
clkbuf_1,1
clkbuf_4,3
clkdlybuf4s50_1,3
dfxtp_1,2
dfxtp_2,1
dlygate4sd2_1,1
inv_1,1
maj3_1,1
nand3b_1,1
nor2_1,1
o21ai_1,1
xnor2_1,1
-- through the flow --
| stage | total power, mW | hold slack, ns | instance area (um^2) | util (%) |
|---|---|---|---|---|
| 2_1_floorplan | 0.0923 | 0.409 | 150 | - |
| 3_3_place_gp | 0.102 | 0.523 | 240 | 7.03 |
| 3_5_place_dp | 0.104 | 0.550 | 240 | 7.03 |
| 4_1_cts | 0.235 | 0.517 | 267 | 7.80 |
| 5_1_grt | 0.247 | 0.550 | 267 | 7.80 |
| 6_report | 0.228 | 0.510 | 267 | 7.80 |
-- state kept, by name (all words and copies together) (netlist names) --
register / cells
U1.Q: 1
U2.Q: 1
U3.Q: 1
-- area by class of cell --
cell class	count	share of cell area [%]
Multi-Input combinational cell	10	29.6
Inverter	1	1.41
Timing Repair Buffer	4	14.6
Clock buffer	4	9.86
Sequential cell	3	23.0
Tap cell	46	21.6
-- layer usage --
layer | global-route usage [%] | wire length, um
met1 | 2.13 | 226
met2 | 1.20 | 104
met3 | 1.25 | 46
met4 | 0.352 | 0
met5 | 0 | 0
-- worst max-delay path, stage by stage (launching register included) --
cell and delay (ns):
dfxtp_1 0.34, maj3_1 0.36, dlygate4sd2_1 0.27
-- power groups by stage --
stage,logic [mW],registers [mW],clock network [mW]
finish,0.0205,0.0823,0.125
CTS,0.0208,0.0825,0.131
global route,0.0235,0.0843,0.139
Power is estimated from default activity; no workload was simulated.
